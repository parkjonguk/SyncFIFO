`design/flow/run.sh`:
```
#!/bin/bash
# OpenROAD 26Q1-2900-gdf79404cd8, Yosys 0.63+post, stock flow scripts
make -C /OpenROAD-flow-scripts/flow DESIGN_CONFIG=/design/flow/config.mk WORK_HOME=/design/flow/orfs finish
```
`design/flow/config.mk`:
```
export PLATFORM = sky130hd
export DESIGN_NAME = generic_fifo_sync
export DESIGN_NICKNAME = generic_fifo_sync
export VERILOG_FILES = /design/flow/design.v
export SDC_FILE = /design/flow/constraint.sdc
export NUM_CORES = 4
export LEC_CHECK = 1
export CORE_UTILIZATION = 40
```
`design/flow/constraint.sdc`:
```
current_design generic_fifo_sync

set clk_period 4.2
set clk_io_pct 0.2

create_clock -name clk0 -period $clk_period [get_ports {clk}]

set non_clock_inputs [all_inputs -no_clocks]
set_input_delay [expr $clk_period * $clk_io_pct] -clock clk0 $non_clock_inputs
set_output_delay [expr $clk_period * $clk_io_pct] -clock clk0 [all_outputs]
```
`design/flow/design.v`:
```
module generic_fifo_sync ( 
   rd_data, empty, full,
   clk, rst_n, clr, wr_en, wr_data, rd_en
   ) ;
   parameter  WIDTH      = 8;
   parameter  DEPTH      = 16;
   parameter  REGOUT     = 1;
   localparam PTR_W      = $clog2(DEPTH - 1);
   input                clk;
   input                rst_n;
   input                clr;
   input                wr_en;
   input  [WIDTH-1:0]   wr_data;
   input                rd_en;
   output [WIDTH-1:0]   rd_data;
   output               empty;
   output               full;
   reg [WIDTH-1:0]      rd_data;
   wire                 empty;
   wire                 full;
   reg [WIDTH-1:0]      mem [0:(DEPTH-1)];
   reg [PTR_W-1:0]      rd_ptr;
   reg                  rd_flag;
   reg [PTR_W-1:0]      wr_ptr;
   reg                  wr_flag;
   wire   ptr_match;
   assign ptr_match   = (rd_ptr == wr_ptr);
   assign full        = ptr_match &  (rd_flag ^ wr_flag);
   assign empty       = ptr_match & !(rd_flag ^ wr_flag);
   wire                 wr_ptr_incr;
   wire                 wr_ptr_over;
   wire [PTR_W-1:0]     wr_ptr_add1;
   wire [PTR_W-1:0]     wr_ptr_next;
   assign wr_ptr_incr = wr_en & ~full;
   assign wr_ptr_over = (wr_ptr == $unsigned(DEPTH-1));
   assign wr_ptr_add1 = wr_ptr + {{(PTR_W-1){1'b0}}, 1'b1};
   assign wr_ptr_next = wr_ptr_over ? {(PTR_W){1'b0}} : wr_ptr_add1;
   wire                 wr_ptr_incr;
   wire                 rd_ptr_incr;
   wire                 rd_ptr_over;
   wire [PTR_W-1:0]     rd_ptr_add1;
   wire [PTR_W-1:0]     rd_ptr_next;
   assign rd_ptr_incr = rd_en & ~empty;
   assign rd_ptr_over = (rd_ptr == $unsigned(DEPTH-1));
   assign rd_ptr_add1 = rd_ptr + {{(PTR_W-1){1'b0}}, 1'b1};
   assign rd_ptr_next = rd_ptr_over ? {(PTR_W){1'b0}} : rd_ptr_add1;
   always @ (posedge clk or negedge rst_n) begin
      if(!rst_n) begin
         wr_flag <= 1'b0;
         wr_ptr  <= {PTR_W{1'b0}};
      end else begin
         if(clr) begin
            wr_flag <= 1'b0;
            wr_ptr <= {PTR_W{1'b0}};
         end else if(wr_ptr_incr) begin
            wr_flag <= wr_flag ^ wr_ptr_over;
            wr_ptr  <= wr_ptr_next;
         end
      end
   end
   always @ (posedge clk or negedge rst_n) begin
      if(!rst_n) begin
        rd_flag <= 1'b0;
        rd_ptr <= {PTR_W{1'b0}};
      end else begin
         if(clr) begin
            rd_flag <= 1'b0;
            rd_ptr <= {PTR_W{1'b0}};
         end else if(rd_ptr_incr) begin
            rd_flag <= rd_flag ^ rd_ptr_over;
            rd_ptr  <= rd_ptr_next;
         end
      end
   end
   always @ (posedge clk) begin
      if(wr_ptr_incr) begin
         mem[wr_ptr] <= wr_data;
      end
   end
   generate
      if (REGOUT == 1) begin : RegGen
         always @ (posedge clk or negedge rst_n) begin
            if(!rst_n)begin
               rd_data <= {WIDTH{1'b0}};
            end else begin
               if(clr) begin
                  rd_data <= {WIDTH{1'b0}};
               end else if(rd_ptr_incr) begin
                  rd_data <= mem[rd_ptr];
               end
            end
         end
      end else begin : MuxGen
         always @ (*) begin
            rd_data = mem[rd_ptr];
         end
      end
   endgenerate
endmodule  
```
==> flow_metrics.py <==
# Synthesis and PnR figures
metrics = {
    "outcome": {
        "status": "completed",
    },
    "final_timing": {
        "post-route-period-util": 0.718,
        "finalMaxSlewViolations": 0,
        "rsz0062_at_grt": "false",
        "fmax_ghz": 0.331,
        "slew_headroom": 0.466,
        "setup_viol": 0,
        "fin_crit_ns": 3.02,
        "clock_skew_ns": 0.00688,
        "finalHoldViolCount": 0,
        "setup_tns_ns": 0,
        "worst_slew_pin_slew_ns": 0.798,
    },
    "floorplan": {
        "die_h_um": 123,
        "dieArea_um2": 15200,
        "coreArea_um2": 14100,
        "fp-row-count": 43,
        "die_w_um": 123,
        "fp_util": 0.416,
        "io_pins": 23,
    },
    "detailed_routing": {
        "n_antenna_cell": 0,
        "wl_um": 11400,
        "vias": 2855,
        "route.detailed.drc": 0,
        "vias_per_cell": 5.38,
        "wl_per_cell_um": 21.5,
        "drtAntennaViolNets": 0,
        "drt_iter0_drc": 123,
        "dr.pass1.iters": 4,
    },
    "critical_path": {
        "worst_path_max_delay_cell": "clkdlybuf4s50_1",
        "worst_ep_required_time_ns": 3.36,
        "crit_end": "empty",
        "r2r_slack_ns": 1.88,
        "cp_num_buf_inv": 2,
        "crit_path_start": "rd_ptr[1]$_DFFE_PN0P_",
        "r2r-end": "rd_data[3]$_DFFE_PN0P_",
        "r2r_cells": 5,
        "max_stage_delay_ns": 0.47,
        "path_cells": "buf_4 -> xnor2_1 -> nand4_2 -> nor2_1 -> clkdlybuf4s50_1",
        "path_max_fanout": 37,
        "crit_family": "buffers and inverters",
        "crit_cells": 5,
        "critPathLaunchType": "flop",
        "end_kind": "primary output",
        "critical_path_arrival_ns": 2.18,
        "crit-reg2reg-launch": "rd_ptr[0]$_DFFE_PN0P_",
        "worst-setup-path-type": "flop to primary output",
    },
    "clocking": {
        "cts_tree": "done",
        "htree_levels": 4,
        "cts_buffers": 17,
        "clockBufferDepth": 2,
        "clockRootBuffer": "clkbuf_16",
        "post-cts-setup-buffer-count": 0,
        "clk_pin_slew_ns": 0.06,
        "insertion_delay_ns": 0.41,
        "cts_hold_buf": 0,
        "cts_resized": 0,
        "cts_sinks": 146,
    },
    "logic_synthesis": {
        "ys_seq_frac": 0.729,
        "syn_area_um2": 5890,
        "postSynthCellCount": 310,
        "syn_area_per_cell_um2": 19.0,
        "ys_area_um2": 5890,
        "ys_cells": 310,
        "numSynthFlops": 146,
        "netlist-cell-type-count": 33,
        "yosys_warnings": 1,
    },
    "power_and_ir_drop": {
        "power.share.combinational": 0.108,
        "clock_power_share": 0.437,
        "switching_power_uw": 769,
        "ir_worst_vdd_mv": 0.348,
        "switching_share": 0.215,
        "intPower_mw": 2.81,
        "p_leak_nw": 2.30,
        "powerDensity_nw_per_um2": 519,
        "p_seq_frac": 0.455,
    },
    "place": {
        "numPortBuffers": 22,
        "dpl.hpwl_um": 7110,
        "place_inst": 499,
        "place.gp.congestion": 0.820,
        "dpl_cell_area_um2": 6270,
    },
    "layout": {
        "drive_above_1_share": 0.205,
        "layoutNonFillerInstCount": 531,
        "lay_top_count": "edfxtp_1",
        "stdcell_area_um2": 6890,
        "area_growth_pct": 17.0,
        "final_cell_mix": "128 x edfxtp_1, 32 x mux4_2, 22 x clkdlybuf4s50_1, 17 x clkbuf_16, 17 x dfrtp_1",
        "nFillCells": 1136,
    },
    "global_route": {
        "antenna_found_initial": 0,
        "grt_pass1_vias": 3199,
        "grt-ovfl-total": 0,
        "grt_pass1_wl_um": 18000,
        "grt_use_total": 0.183,
        "grt_start_max_net_pins": 38,
    },
    "hold_path": {
        "hp-class": "flop to flop",
    },
    "job": {
        "warning_count": 28,
        "maxCapViolations": 0,
    },
}
[cell type report]
cell class / count / area, um^2 / share of cell area
sequential: 146 / 4300 / 0.623
inverter: 4 / 15.0 / 0.00218
tap: 180 / 225 / 0.0327
clock buffer: 20 / 447 / 0.0648
timing repair buffer: 27 / 258 / 0.0374
multi-input combinational: 142 / 1470 / 0.214
clock inverter: 12 / 181 / 0.0263
[sequential cells by signal, indices dropped and copies added (netlist names)]
signal   cells
rd_ptr       4
mem        128
wr_ptr       4
wr_flag      1
rd_data      8
rd_flag      1
[cells in the mapped netlist]
master       n  area (um^2)
mux2i_1      3         30.0
a21o_1       8         60.1
a41oi_1      1         8.76
and2_1       2         12.5
xor2_1       6         52.6
clkbuf_2     1         5.00
nand2_1      9         33.8
xnor2_1      5         43.8
buf_2        7         35.0
o211ai_1     3         22.5
buf_1        1         3.75
nand4_2      1         12.5
a211oi_2     1         12.5
inv_1        4         15.0
a22oi_1     16          120
buf_4        5         37.5
edfxtp_1   128         3840
buf_6        2         22.5
nor2_1      14         52.6
clkbuf_1     2         7.51
o21ai_1      1         5.00
nor2b_1      4         25.0
o2111ai_1    1         8.76
mux4_2      32          721
ha_1         5         62.6
nor3b_1      1         7.51
dfrtp_1     18          450
o21a_2       1         8.76
a21oi_1     11         55.1
and3_1      14         87.6
nor3_1       1         5.00
o32ai_2      1         16.3
nand4b_1     1         8.76
[metal layers]
layer | GRT usage | share of wire
met1 | 0.257 | 0.40
met2 | 0.258 | 0.46
met3 | 0.118 | 0.11
met4 | 0.0354 | 0.021
met5 | 0 | 0
[tightest hold or removal path, stage by stage, from the launching register on]
cell     delay, ns
dfrtp_1       0.37
nand2_1       0.05
a21oi_1       0.05
[how the worst min path moves through the flow]
stage	startpoint	end	slack, ns	cells after the start
final	rd_data[5]$_DFFE_PN0P_	rd_data[5]$_DFFE_PN0P_	0.52	2
after global routing	rd_data[5]$_DFFE_PN0P_	rd_data[5]$_DFFE_PN0P_	0.54	2
after CTS	rd_data[5]$_DFFE_PN0P_	rd_data[5]$_DFFE_PN0P_	0.52	2
[through the flow]
stage,hold slack (ns),setup WS [ns],util,power [mW]
4_1_cts,0.523,1.14,0.487,3.63
3_5_place_dp,0.514,1.57,0.443,2.05
6_report,0.519,1.18,0.487,3.58
2_1_floorplan,0.482,2.22,-,1.93
5_1_grt,0.543,0.998,0.487,3.72
3_3_place_gp,0.511,1.61,0.443,2.05
[cell families after synthesis]
logic type / after synthesis / share of synthesized area
compound gates: 44 / 0.0539
xor+xnor: 11 / 0.0163
fa+ha+maj: 5 / 0.0106
buf+inv: 22 / 0.0214
flops: 146 / 0.729
mux: 35 / 0.127
simple gates: 47 / 0.0416
[power by group through the flow]
stage	sequential, mW	combinational, mW	clock (mW)
4_1_cts	1.63	0.400	1.60
5_1_grt	1.63	0.430	1.66
6_report	1.63	0.388	1.57
Power figures rest on the tool's default switching activity, not on a simulated workload.
